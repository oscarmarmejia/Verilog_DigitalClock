===== flow/config.mk =====
export PLATFORM = sky130hd
export DESIGN_NAME = secondTest
export DESIGN_NICKNAME = secondTest
export VERILOG_FILES = /design/flow/design.v
export SDC_FILE = /design/flow/constraint.sdc
export NUM_CORES = 4
export LEC_CHECK = 1
export CORE_UTILIZATION = 50

===== flow/constraint.sdc =====
current_design secondTest

set clk_period 3.4
set clk_io_pct 0.2

create_clock -name clk0 -period $clk_period [get_ports {clk}]

set non_clock_inputs [all_inputs -no_clocks]
set_input_delay [expr $clk_period * $clk_io_pct] -clock clk0 $non_clock_inputs
set_output_delay [expr $clk_period * $clk_io_pct] -clock clk0 [all_outputs]

===== flow/design.v =====
`timescale 1ns / 1ps
module secondTest(
input clk, 
output ledtest, pulse
    );
    reg [7:0] pwm=0;
    reg[28:0] count=0;
    reg pwmm;
    reg flag = 0;
    always @(posedge clk)
    begin
      count <= count+3;
      if(0 <   count && count <5_000_000)
     begin
      pwmm <= (pwm < 2)? 1:0;
      end 
      else if(20_000_001 <   count && count <10_000_000)
          begin
      pwmm <= (pwm < 4)? 1:0;
      end 
        else if(10_000_001 <   count && count <15_000_000)
          begin
      pwmm <= (pwm < 6)? 1:0;
      end 
            else if(15_000_001 <   count && count <20_000_000)
          begin
      pwmm <= (pwm < 8)? 1:0;
      end 
            else if(20_000_001 <   count && count <25_000_000)
          begin
      pwmm <= (pwm < 10)? 1:0;
      end 
          else if(25_000_001 <   count && count <30_000_000)
          begin
      pwmm <= (pwm < 12)? 1:0;
      end 
          else if(30_000_001 <   count && count <35_000_000)
          begin
      pwmm <= (pwm < 15)? 1:0;
      end 
          else if(35_000_001 <   count && count <40_000_000)
          begin
      pwmm <= (pwm < 17)? 1:0;
      end 
          else if(40_000_001 <   count && count <45_000_000)
          begin
      pwmm <= (pwm < 20)? 1:0;
      end 
          else if(45_000_001 <   count && count <50_000_000)
          begin
      pwmm <= (pwm < 23)? 1:0;
      end 
          else if(50_000_001 <   count && count <55_000_000)
          begin
      pwmm <= (pwm < 25)? 1:0;
      end 
          else if(55_000_001 <   count && count <60_000_000)
          begin
      pwmm <= (pwm < 35)? 1:0;
      end 
          else if(60_000_001 <   count && count <65_000_000)
          begin
      pwmm <= (pwm < 45)? 1:0;
      end 
          else if(65_000_001 <   count && count <70_000_000)
          begin
      pwmm <= (pwm < 55)? 1:0;
      end 
          else if(70_000_001 <   count && count <75_000_000)
          begin
      pwmm <= (pwm < 65)? 1:0;
      end 
          else if(75_000_001 <   count && count <80_000_000)
          begin
      pwmm <= (pwm < 75)? 1:0;
      end 
          else if(80_000_001 <   count && count <85_000_000)
          begin
      pwmm <= (pwm < 85)? 1:0;
      end 
          else if(85_000_001 <   count && count <90_000_000)
          begin
      pwmm <= (pwm < 95)? 1:0;
      end 
          else if(90_000_001 <   count && count <95_000_000)
          begin
      pwmm <= (pwm < 99)? 1:0;
      end 
          else if(95_000_001 <   count && count <100_000_000)
          begin
      pwmm <= (pwm < 99)? 1:0;
      end 
          else if(100_000_001 <   count && count <105_000_000)
          begin
      pwmm <= (pwm < 95)? 1:0;
      end 
          else if(105_000_001 <   count && count <110_000_000)
          begin
      pwmm <= (pwm < 85)? 1:0;
      end 
          else if(110_000_001 <   count && count <115_000_000)
          begin
      pwmm <= (pwm < 75)? 1:0;
      end 
          else if(115_000_001 <   count && count <120_000_000)
          begin
      pwmm <= (pwm < 65)? 1:0;
      end 
          else if(120_000_001 <   count && count <125_000_000)
          begin
      pwmm <= (pwm < 55)? 1:0;
      end
           else if(125_000_001 <   count && count <130_000_000)
          begin
      pwmm <= (pwm < 45)? 1:0;
      end 
          else if(130_000_001 <   count && count <135_000_000)
          begin
      pwmm <= (pwm < 35)? 1:0;
      end 
          else if(135_000_001 <   count && count <140_000_000)
          begin
      pwmm <= (pwm < 25)? 1:0;
      end 
          else if(140_000_001 <   count && count <145_000_000)
          begin
      pwmm <= (pwm < 22)? 1:0;
      end     
      else if(145_000_001 <   count && count <150_000_000)
          begin
      pwmm <= (pwm < 20)? 1:0;
      end 
          else if(150_000_001 <   count && count <155_000_000)
          begin
      pwmm <= (pwm < 17)? 1:0;
      end
           else if(155_000_001 <   count && count <160_000_000)
          begin
      pwmm <= (pwm < 15)? 1:0;
      end    
       else if(160_000_001 <   count && count <165_000_000)
          begin
      pwmm <= (pwm < 13)? 1:0;
      end     else if(165_000_001 <   count && count <170_000_000)
          begin
      pwmm <= (pwm < 10)? 1:0;
      end     else if(170_000_001 <   count && count <175_000_000)
          begin
      pwmm <= (pwm < 7)? 1:0;
      end     else if(175_000_001 <   count && count <180_000_000)
          begin
      pwmm <= (pwm < 5)? 1:0;
      end     else if(180_000_001 <   count && count <185_000_000)
          begin
      pwmm <= (pwm < 4)? 1:0;
      end     else if(185_000_001 <   count && count <190_000_000)
          begin
      pwmm <= (pwm < 2)? 1:0;
      end 
          else if(190_000_001 <   count && count <195_000_000)
          begin
      pwmm <= (pwm < 1)? 1:0;
      end 
      else
      begin
      pwmm <= 0;
      end
    if(count == 300_000_000 )
    begin
    count <= 0;
    flag <= 1;
    end
    else 
    begin
     flag <= 0;
    end 
    if(pwm < 100) pwm <= pwm+1;
    else pwm <= 0;
    end
    assign ledtest=pwmm;
   assign pulse = flag;
endmodule

===== flow/run.sh =====
#!/bin/bash
# OpenROAD 26Q1-2900-gdf79404cd8, Yosys 0.63+post, stock flow scripts
make -C /OpenROAD-flow-scripts/flow DESIGN_CONFIG=/design/flow/config.mk WORK_HOME=/design/flow/orfs finish

==> flow_summary.json <==
{
  "crit_required_ns": 3.58,
  "cts_hold_buf": 0,
  "startpoint": "count[15]$_SDFF_PP0_",
  "synthArstFlopShare_pct": 0,
  "wl_um": 33820,
  "clk_path_buf_depth": 2,
  "power_density_mw_per_mm2": 152.8,
  "max_clock_freq_mhz": 297.3,
  "peakVddDrop_v": 0.0001679,
  "rsz0062_at_grt": "false",
  "syn_area_mm2": 0.005936,
  "r2r-end": "pwmm$_DFF_P_",
  "dr.pass1.iters": 19,
  "crit_path_end": "pwmm$_DFF_P_",
  "die_h_um": 111.0,
  "cts_setup_buffers": 0,
  "hpwl_um": 23510,
  "syn_avg_cell_area_um2": 6.588,
  "core_mm2": 0.01152,
  "grt_pass1_wl_um": 49420,
  "yosys_cells": 901,
  "setup_violations": 0,
  "crit_type": "reg -> reg",
  "largest_area_cell": "dfxtp_1",
  "cts.sinks": 39,
  "vias_per_cell": 8.050,
  "warnings": 26,
  "hp-class": "reg -> reg",
  "io_pins": 3,
  "critPathCaptureType": "flop",
  "wire_per_inst_um": 32.18,
  "grt_max_degree": 35,
  "fin_setup_tns_ns": 0,
  "grt_pass1_vias": 7738,
  "fp_util_pct": 51.54,
  "pre_cts_ws_ns": 0.3989,
  "cts_buffers": 5,
  "crit_fanout": 20,
  "yosys_warnings": 1,
  "drt_iter0_markers": 1704,
  "grt_usage_pct": 56.15,
  "die_x_um": 111.0,
  "fin_skew_ns": 0.005635,
  "syn_inst": 901,
  "status": "completed",
  "fin_ws_ns": 0.03613,
  "synth_flop_count": 39,
  "post_cts_resized": 0,
  "register_area_um2": 782.0,
  "start_kind": "flop",
  "top_area_share_pct": 13.15,
  "path_cells": "buf_4 -> o21ai_0 -> a211o_1 -> a2111oi_0 -> o21ai_1 -> o211ai_1 -> o2111a_1 -> o211ai_1",
  "die-area_mm2": 0.01231,
  "crit_path_frequent_cell": "o211ai_1",
  "rrSetupSlack_ns": 0.04,
  "top_cells_by_area": "dfxtp_1 (13%), nor2_1 (6.8%), o21ai_0 (5.5%)",
  "fp-row-count": 39,
  "numPortBuffers": 2,
  "edf_count": 0,
  "min_period_ns": 3.364,
  "cts_tree": "done",
  "drive_gt1_share_pct": 14.13,
  "ys.flop_type": "dfxtp_1",
  "maxCapViolCount": 0,
  "synth_cell_types": 86,
  "fill_cells": 1082,
  "crit_buf_inv": 1,
  "ff2ff_path_depth": 8,
  "hold_violations": 0,
  "worst_pin_slew_ns": 0.9970,
  "path_depth": 8,
  "vias": 8461,
  "r2r-start": "count[15]$_SDFF_PP0_",
  "path_clk_slew_ns": 0.06,
  "logic_area_mm2": 0.004707,
  "overflow": 0,
  "cp_slowest_cell": "a2111oi_0",
  "cpPeakStageDelay_ns": 0.82,
  "drt.antenna.violating_nets": 0,
  "area_growth_pct": 10.37,
  "worst_ep_arrival_time_ns": 3.54,
  "htreeDepth": 2,
  "drc_errors": 0,
  "slew_headroom_pct": 32.83,
  "root_buffer": "clkbuf_16",
  "ys_seq_share_pct": 13.15,
  "ys_area_mm2": 0.005936,
  "gp_congestion": 1.393,
  "leakage_nw": 2.159,
  "period_used_pct": 98.94,
  "antenna_found_initial": 0,
  "critPathTopFamily": "AND-OR/OR-AND gates",
  "worstSkewPairLatency_ns": 0.30,
  "slew_viol_final": 0
}
placed cells by master (no fill, tap or decap), types with 12 or more instances in the layout:
cell and n:
nand4_1 27, nor3_1 29, dfxtp_1 38, or3_1 12, nand2_1 77, nor4_1 15, o211ai_1 17, o21ai_0 65
and3_1 13, a21o_1 12, nor2_1 107, a21oi_1 61, a211oi_1 14, buf_4 79, a31oi_1 17, nand3_1 42
or2_2 12, xnor2_1 19
area by class of cell:
type	count	share of cell area [%]
inverter	12	0.6875
timing repair buffer	85	10.58
sequential	39	11.94
antenna	2	0.07639
tap	143	2.731
clock inverter	3	0.2292
multi-input combinational	762	71.85
clock buffer	5	1.910
power breakdown:
group / switching (W) / internal, W
sequential: 0.00000922 / 0.000461
combinational: 0.0000355 / 0.0000227
clock: 0.000204 / 0.000268
synth_stat cells (13+ instances only):
| cell type | number |
|---|---|
| nand4_1 | 27 |
| a211oi_1 | 14 |
| nor3_1 | 29 |
| xnor2_1 | 19 |
| o211ai_1 | 17 |
| nor2_1 | 107 |
| nand2_1 | 77 |
| and3_1 | 13 |
| o21ai_0 | 65 |
| a21oi_1 | 61 |
| clkbuf_1 | 42 |
| dfxtp_1 | 39 |
| nand3_1 | 42 |
| a31oi_1 | 17 |
| nor4_1 | 16 |
| buf_2 | 26 |
routing by layer:
| metal | wire [µm] | share of wire, % | track usage [%] | vias up |
|---|---|---|---|---|
| li1 | - | - | - | 3439 |
| met1 | 11220 | 33 | 65.03 | 3725 |
| met2 | 11990 | 35 | 70.94 | 951 |
| met3 | 6732 | 20 | 39.63 | 346 |
| met4 | 3873 | 11 | 40.18 | 0 |
| met5 | 0 | 0 | 4.583 | - |
through the flow:
step	area, µm²	hold slack [ns]	instances	power (W)	utilization [%]
6_report	6551	0.4873	1051	0.001001	56.89
5_1_grt	6546	0.5200	1049	0.001023	56.84
2_1_floorplan	5936	0.4346	901	0.0005173	-
3_5_place_dp	6399	0.4635	1041	0.0005334	55.56
4_1_cts	6539	0.4905	1049	0.001001	56.78
3_3_place_gp	6399	0.4518	1041	0.0005326	55.56
worst reg2reg max path: stages, from the launching register on:
cell,delay (ns)
dfxtp_1,0.64
buf_4,0.35
o21ai_0,0.28
a211o_1,0.36
a2111oi_0,0.82
o21ai_1,0.27
o211ai_1,0.20
o2111a_1,0.24
o211ai_1,0.08
worst min-delay path by stage:
stage | startpoint | to | slack [ns] | depth (start not counted)
after global routing | pwm[0]$_SDFF_PP0_ | pwm[0]$_SDFF_PP0_ | 0.52 | 1
final | pwm[0]$_SDFF_PP0_ | pwm[0]$_SDFF_PP0_ | 0.49 | 1
after CTS | pwm[0]$_SDFF_PP0_ | pwm[0]$_SDFF_PP0_ | 0.49 | 1
registers in the layout (all words and copies together) (netlist names):
| name | count |
|---|---|
| pwmm | 1 |
| count | 29 |
| pwm | 8 |
| flag | 1 |
cell families after synthesis:
logic type	share of synthesized area (%)
compound gates	32.99
xor+xnor	4.427
fa+ha+maj	0.6324
buf+inv	7.757
flops	13.15
other cells	0.06318
simple gates	40.98
Power is estimated from default activity; no workload was simulated.
