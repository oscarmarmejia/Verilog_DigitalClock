==> design/flow/design.v <==
`timescale 1ns / 1ps
module Habilitador(
input clk, 
output [3:0]out
    );
    reg [26:0]count = 0;
    reg [0:1]mov =0;
    reg [0:3]mov2 =7;
   always@(posedge clk)
  begin
   count = count+1;
   if(count == 100000)
   begin
   mov= mov+1;
   count = 0;
   end
   end
   always@(mov)
   begin
   case(mov)
   2'b00 : mov2<= 7;
    2'b01 : mov2<= 11;
  2'b10 : mov2<= 13;
    2'b11 : mov2<= 14;
default : mov2 <= 7;
  endcase
  end
    assign out = mov2;
endmodule
==> design/flow/run.sh <==
#!/bin/bash
# OpenROAD 26Q1-2900-gdf79404cd8, Yosys 0.63+post, stock flow scripts
make -C /OpenROAD-flow-scripts/flow DESIGN_CONFIG=/design/flow/config.mk WORK_HOME=/design/flow/orfs finish
==> design/flow/config.mk <==
export PLATFORM = sky130hd
export DESIGN_NAME = Habilitador
export DESIGN_NICKNAME = Habilitador
export VERILOG_FILES = /design/flow/design.v
export SDC_FILE = /design/flow/constraint.sdc
export NUM_CORES = 4
export LEC_CHECK = 1
export CORE_AREA = 10 10 103 103
export DIE_AREA = 0 0 113 113
==> design/flow/constraint.sdc <==
current_design Habilitador

set clk_period 6.4
set clk_io_pct 0.2

create_clock -name clk0 -period $clk_period [get_ports {clk}]

set non_clock_inputs [all_inputs -no_clocks]
set_input_delay [expr $clk_period * $clk_io_pct] -clock clk0 $non_clock_inputs
set_output_delay [expr $clk_period * $clk_io_pct] -clock clk0 [all_outputs]
==> flow_summary.json <==
{
  "antenna-diode-count": 0,
  "grtUsageTotal": 0.0449,
  "fin_worst_skew_ns": 0.00502,
  "preCtsSetupSlack_ns": 3.48,
  "drc": 0,
  "synth_flops": 29,
  "grt_max_degree": 10,
  "clkTransAtPathRegs_ns": 0.06,
  "ys_warn_count": 1,
  "root_buffer": "clkbuf_8",
  "status": "finished, final reports clean",
  "async_reset_ff_frac": 0,
  "synth_area_um2": 1530,
  "worstSetupEndpointType": "flip-flop",
  "fin_crit_ns": 2.93,
  "cap_violations": 0,
  "path_buffers": 0,
  "path_max_fanout": 9,
  "syn2layout_area_growth_pct": 13.3,
  "maxClockFrequency_mhz": 342,
  "io_pins": 5,
  "fill_cells": 882,
  "p_clk_frac": 0.451,
  "ir_worst_vdd_uv": 104,
  "fin_ws_ns": 3.47,
  "r2r_slack_ns": 3.47,
  "p_sw_uw": 62.2,
  "switching_share": 0.187,
  "cts_buffer_depth": 2,
  "fp_util": 0.185,
  "synth-edff-count": 2,
  "min_path_cells": 2,
  "flop_cell": "dfxtp_1",
  "dieArea_um2": 12800,
  "synthMostInstantiatedCell": "dfxtp_1",
  "finalCritPeriodShare": 0.457,
  "grt_overflow": 0,
  "startpoint_type": "flip-flop",
  "p_leak_nw": 0.619,
  "crit_slowest_cell": "nor3_1",
  "port-buffer-count": 4,
  "drt_pass1_iterations": 4,
  "p_per_area_nw_per_um2": 191,
  "whs_endpoint": "count[26]",
  "reg2reg_depth": 7,
  "hp-class": "reg2reg",
  "r2r_start": "count[0]",
  "ys_seq_share": 0.392,
  "grt_pass1_wl_mm": 4.94,
  "clock_latency_ns": 0.28,
  "hp-start": "count[26]",
  "die_y_um": 113,
  "drt-total-wl_mm": 2.76,
  "grt_pass1_vias": 1038,
  "synth_cell_type_count": 43,
  "worstPathRequired_ns": 6.39,
  "antenna_found_initial": 0,
  "mi_logic_area_um2": 828,
  "finalMaxSlewViolations": 0,
  "max_slew_margin": 0.614,
  "hold_viol": 0,
  "path_class": "reg2reg",
  "cts_tree": "yes",
  "setup_viol": 0,
  "crit_family": "simple AND/OR/NAND/NOR gates",
  "register_area_um2": 601,
  "core_area_um2": 8300,
  "finalPower_uw": 332,
  "postCtsSetupRepairBufs": 0,
  "ctsHtreeMaxLevel": 2,
  "combPwrFrac": 0,
  "place_hpwl_mm": 2.03,
  "drt_iter0_markers": 54,
  "intPower_uw": 270,
  "slowest_delay_ns": 0.53,
  "yosys_area_um2": 1530,
  "synthTopCellsByArea": "dfxtp_1 35%, xnor2_1 8.0%, xor2_1 5.1%",
  "top_area_frac": 0.353,
  "synthCells": 165,
  "num_rows": 33,
  "ys_cells": 165,
  "gp_congestion": 0.867,
  "ant_nets": 0,
  "clock_sinks": 29,
  "synth.avg_cell_area_um2": 9.28,
  "drt-vias-per-instance": 4.28,
  "r2r_end": "mov[1]",
  "cp.arrival_ns": 2.92,
  "rsz0062_at_grt": "no",
  "ctsHoldBuffers": 0,
  "crit_chain": "ha_1, nand4_1, nor3_1, o2111ai_1, a2111oi_0, and4_1, and2_1",
  "fp.dieW_um": 113,
  "power_frac_seq": 0.549,
  "fin_setup_tns_ns": 0,
  "drive_above_1_share": 0.0898,
  "common_cells": "27 x dfxtp_1, 14 x xnor2_1, 12 x nand4_1, 10 x inv_1",
  "detail_route.wl_per_cell_um": 10.1,
  "warnings": 28,
  "num_vias": 1163,
  "tightest_slew_ns": 0.575,
  "postCtsResizedCells": 0,
  "numCtsBuffers": 5,
  "top_area_cell": "dfxtp_1"
}
-- flip-flops by register name (all words and copies together) (netlist names) --
register / flops
mov: 2
count: 27
-- logic make-up after synthesis --
| kind of cell | share of synthesized area |
|---|---|
| adder cells (fa/ha/maj) | 0.0408 |
| multiplexers | 0.00654 |
| flip-flops | 0.392 |
| AND/OR/NAND/NOR | 0.258 |
| buffers and inverters | 0.0670 |
| AND-OR/OR-AND | 0.104 |
| XOR/XNOR | 0.132 |
-- power groups by stage --
stage	combinational [mW]	clock, mW	sequential, mW
finish	0.000000333	0.150	0.182
CTS	0.000000333	0.155	0.182
global route	0.000000333	0.162	0.182
-- layout by cell type, fill, tap and decap left out, types with 2 or more instances in the layout --
| master | instances |
|---|---|
| a21oi_1 | 8 |
| a31oi_1 | 2 |
| and3_1 | 2 |
| and4_1 | 5 |
| clkbuf_1 | 2 |
| clkbuf_8 | 6 |
| clkdlybuf4s50_1 | 4 |
| dfxtp_1 | 27 |
| edfxtp_1 | 2 |
| ha_1 | 5 |
| inv_1 | 10 |
| nand2_1 | 9 |
| nand3_1 | 8 |
| nand4_1 | 12 |
| nor2_1 | 4 |
| nor3_1 | 3 |
| nor4_1 | 8 |
| o21ai_0 | 2 |
| o31a_1 | 2 |
| or2_2 | 3 |
| xnor2_1 | 14 |
| xor2_1 | 9 |
-- cell type report --
cell class / count / share of cell area
Inverter: 10 / 0.0216
Multi-Input combinational cell: 115 / 0.477
Sequential cell: 29 / 0.346
Timing Repair Buffer: 5 / 0.0274
Clock buffer: 8 / 0.0519
Tap cell: 105 / 0.0757
-- how the worst max path moves through the flow --
stage / start / end / slack [ns] / cells past startpoint
CTS: count[0] / mov[1] / 3.47 / 7
global route: count[0] / mov[1] / 3.16 / 7
finish: count[0] / mov[1] / 3.47 / 7
-- metal layers --
layer / vias to the layer above / track usage / wire length, µm
met3: 6 / 0.0139 / 138
met2: 22 / 0.0680 / 1210
met1: 534 / 0.0617 / 1340
met4: 0 / 0.00931 / 72
li1: 601 / - / -
met5: - / 0 / 0
-- worst register-to-register path: cells and delay by family (launching register included) --
kind	cells	cell delay [ns]
compound gates	2	0.61
fa+ha+maj	1	0.27
flops	1	0.42
simple gates	4	1.36
-- per-stage QoR --
step,instances,area [µm²],util,hold slack [ns]
after global routing,272,1740,0.209,0.497
after detailed placement,264,1650,0.198,0.470
after global placement,264,1650,0.198,0.463
after CTS,272,1740,0.209,0.483
final,272,1740,0.209,0.479
after floorplan,165,1530,-,0.441
Power figures rest on the tool's default switching activity, not on a simulated workload.
