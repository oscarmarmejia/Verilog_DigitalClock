### flow/config.mk
export PLATFORM = sky130hd
export DESIGN_NAME = Temp
export DESIGN_NICKNAME = Temp
export VERILOG_FILES = /design/flow/design.v
export SDC_FILE = /design/flow/constraint.sdc
export NUM_CORES = 4
export LEC_CHECK = 1
export CORE_AREA = 10 10 106 106
export DIE_AREA = 0 0 116 116
### flow/constraint.sdc
current_design Temp

set clk_period 1.6
set clk_io_pct 0.2

create_clock -name clk0 -period $clk_period [get_ports {pulse}]

set non_clock_inputs [all_inputs -no_clocks]
set_input_delay [expr $clk_period * $clk_io_pct] -clock clk0 $non_clock_inputs
set_output_delay [expr $clk_period * $clk_io_pct] -clock clk0 [all_outputs]
### flow/design.v
`timescale 1ns / 1ps
module Temp(
input pulse, minplus, hrplus,
output [3:0] min, min2, hr1, hr2, plustest
    );
  reg [6:0]seg= 0;
  reg [3:0]interiorMin = 0;
  reg [3:0]interiorMinDos = 0;
  reg [3:0]interiorHour = 1;
  reg [3:0]interiorHourDos = 0;
    reg [3:0]addmin = 0;
  reg flag= 0;
  reg flagdos= 0;
  reg mintest = 0;
  reg flag3=0;
  always@(posedge pulse )
  begin 
  seg = seg+1;
  if (seg == 60)
  begin 
 seg  <=0;
  flag <=1;
  end
else 
begin 
flag <=0;
end
  end
   always@(posedge flag || minplus)
  begin
  interiorMin <= interiorMin +1;
  if(interiorMin == 9)
  begin
interiorMin <= 0;
  interiorMinDos <= interiorMinDos +1;
  end  
  if(interiorMinDos == 5 && interiorMin == 9 )
  begin
interiorMinDos <= 0; 
interiorMin <=0;
interiorHour = interiorHour +1;
end
if (hrplus ==1)
begin
interiorHour = interiorHour +1;
end
 if(interiorHour == 10 )
  begin
interiorHour<= 0;
  interiorHourDos <= interiorHourDos +1;
  end 
 if(interiorHourDos == 1 &  interiorHour == 3)
  begin
interiorHour<= 1;
interiorHourDos<= 0;
  end 
 end
  assign min = interiorMin; 
assign min2 = interiorMinDos; 
  assign hr1 = interiorHour; 
assign hr2 = interiorHourDos; 
assign  plustest = mintest; 
endmodule
### flow/run.sh
#!/bin/bash
# OpenROAD 26Q1-2900-gdf79404cd8, Yosys 0.63+post, stock flow scripts
make -C /OpenROAD-flow-scripts/flow DESIGN_CONFIG=/design/flow/config.mk WORK_HOME=/design/flow/orfs finish
==> impl_metrics.tcl <==
# implementation run metrics
set metrics [dict create \
    first_global_vias 1079 \
    peakVddDrop_v 0.0007113 \
    ys_seq_frac 0.3529 \
    switching_share 0.2233 \
    final_common_cell "dfxtp_1" \
    grtUsageMet2 0.07243 \
    start_kind "flip-flop" \
    hold_viol 0 \
    worstPathArrival_ps 1440 \
    viasPerCell 3.782 \
    drtIter0Drc 42 \
    postSynth.asyncResetShare 0 \
    routed_wl_um 2672 \
    die_w_um 116 \
    vias 1059 \
    final_layout_top_logic_cells "dfxtp_1 (24), clkdlybuf4s50_1 (18), nor2_1 (17), nand2_1 (14), xnor2_1 (11)" \
    antenna_found_initial 0 \
    fmax_mhz 749.8 \
    layout_min_cycle_time_ps 1334 \
    rows 34 \
    cts-root-buf "clkbuf_8" \
    final_antenna_net_count 0 \
    post_cts_buffers 0 \
    worst-setup-path-type "flip-flop to flip-flop" \
    pwr-share-comb 0.152 \
    cts_buffers 3 \
    chipArea_um2 13460 \
    setup_violations 0 \
    syn2layout_area_growth_pct 23.25 \
    grt_first_pass_wirelength_um 4857 \
    grt_max_degree 17 \
    yosysUniqueCellTypes 42 \
    fin_util 0.1896 \
    drive_gt1_frac 0.06977 \
    flop_cell "dfxtp_1" \
    final-instance-count-excl-fill 280 \
    dp_hpwl_um 2116 \
    num_io_pins 23 \
    synthCells 156 \
    fp.dieH_um 116 \
    cts-resized-gates 0 \
    antenna_cells 0 \
    cp_max_fo 5 \
    dp.cells 277 \
    rrSetupSlack_ps 270 \
    outcome "completed" \
    syn_area_per_cell_um2 8.726 \
    worstMarginPinSlew_ps 869.7 \
    required_ps 1710 \
    unclocked_regs 16 \
    met3_usage 0.006803 \
    min_path_type "flip-flop to flip-flop" \
    cts_tree "built" \
    grt_util_all_layers 0.04185 \
    hold_buffers 0 \
    slew_viol_final 0 \
    finalSetupTns_ps 0 \
    initCoreUtil 0.1538 \
    overflow 0 \
    clk_pin_slew_ps 40 \
    syn_area_um2 1361 \
    ys_cells 156 \
    clock_power_share 0.423 \
    p_leak_uw 0.0006156 \
    ys.flops 24 \
    top_usage_layer "met2" \
    first_pass_iters 4 \
    gp_congestion 0.7934 \
    fin_area_um2 1678 \
    untimed_endpoints 32 \
    ys_chip_area_um2 1361 \
    drc 0 \
    use_met1 0.05584 \
    io_buffers 18 \
    cts_max_path_buffers 2 \
    h-tree-depth 1 \
    rsz0062_at_grt "false" \
    placed_area_um2 1637 \
    p_switching_uw 122.7 \
    synth_warnings 1 \
    slew_headroom 0.4180 \
    min_period_over_period 0.8335 \
    seq_power_share 0.426 \
    post_drt_wl_per_cell_um 9.543 \
    max-cap-violations 0 \
    intPower_uw 426.8 \
    tool_warnings 28 \
    worstSkewPairLatency_ps 220 \
    coreArea_um2 8848 \
    endpoint_kind "flip-flop" \
    skew_ps 3.149 \
    p_per_area_nw_per_um2 327.5 \
    synth-edff-count 0 \
]
[cell type report]
cell class | count | area (um^2)
Fill cell | 978 | 7171
Inverter | 5 | 18.77
Timing Repair Buffer | 19 | 187.7
Multi-Input combinational cell | 121 | 814.5
Clock buffer | 3 | 41.29
Sequential cell | 24 | 480.5
Tap cell | 108 | 135.1
[routing by layer]
layer,up-vias,wire length [um],part of all wire
met3,2,103,0.039
met5,-,0,0
met2,12,1242,0.46
li1,559,-,-
met4,0,14,0.0052
met1,486,1310,0.49
[synth_stat cells, types with 2 or more instances]
cell type	n	area, um^2
a21oi_1	7	35.03
nand2b_1	2	12.51
nand2_1	14	52.55
o21ai_0	7	35.03
xnor2_1	11	96.34
nor2_1	17	63.81
nor3_1	3	15.01
nand3_1	8	40.04
buf_2	2	10.01
xor2_1	7	61.31
dfxtp_1	24	480.5
nor2b_1	3	18.77
nand4_1	3	18.77
mux2i_1	2	20.02
nand3b_1	2	15.01
buf_4	4	30.03
inv_1	5	18.77
ha_1	9	112.6
clkbuf_1	2	7.510
mux2_2	2	22.52
[path summary, 6_finish.rpt]
path               start  depth (start not counted)      to
hold / removal    seg[0]                          1  seg[0]
setup reg to reg  seg[0]                          5  seg[3]
hold reg to reg   seg[0]                          1  seg[0]
setup / recovery  seg[0]                          5  seg[3]
[critical path, stage by stage (launching register included)]
cell     delay [ps]
dfxtp_1         380
ha_1            260
nand3_1          90
nor3_1          260
buf_4           190
nor2_1           40
[per-stage QoR]
step | hold WS [ps] | total power, uW | setup WS (ps)
after CTS | 493.4 | 555.0 | 244.2
after detailed placement | 474.6 | 321.4 | 268.9
after floorplan | 441.4 | 301.1 | 356.4
final | 483.0 | 549.4 | 266.3
after global routing | 524.5 | 583.3 | 113.2
after global placement | 466.6 | 321.8 | 296.3
[power groups by stage]
| stage | registers (uW) | logic [uW] | clock network (uW) |
|---|---|---|---|
| after CTS | 234 | 85.2 | 236 |
| after global routing | 235 | 96.2 | 252 |
| final | 234 | 83.3 | 232 |
[cells by family (layout without fill, tap and decap cells)]
| kind of cell | count (synthesis) | after routing | synth area share |
|---|---|---|---|
| simple gates | 61 | 61 | 0.2353 |
| flops | 24 | 24 | 0.3529 |
| other cells | 1 | 4 | 0.002755 |
| mux | 4 | 4 | 0.03125 |
| xor+xnor | 19 | 19 | 0.1278 |
| fa+ha+maj | 9 | 9 | 0.08272 |
| compound gates | 24 | 24 | 0.1103 |
| buf+inv | 14 | 27 | 0.05699 |
[registers in the layout, indices dropped and copies added, names as in the netlist]
| signal | cells |
|---|---|
| seg | 7 |
| interiorHourDos | 4 |
| interiorHour | 4 |
| interiorMinDos | 4 |
| interiorMin | 4 |
| flag | 1 |
No activity file was given, so power comes from the tool's default toggle rates.
